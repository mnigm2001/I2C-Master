--- flow/design.v ---
`timescale 1ns / 1ps
module clk_divider #(
    parameter CLK_DIV=250
)(
    input wire clk_in,
    input wire resetn,
    output reg clk_out
    );
    reg [$clog2(CLK_DIV):0] count;
    always @(posedge clk_in or negedge resetn) begin
        if (!resetn) begin
            count <= 0;
            clk_out <= 1;
        end else begin
            count <= count + 1;
            if (count == CLK_DIV) begin
                count <= 0;
                clk_out <= ~clk_out;
            end
        end
    end
endmodule
`timescale 1ns / 1ps
module i2c_master(
    input wire clk,
    input wire resetn,
    input wire start,
    output reg busy,
    output reg [15:0] data_out,
    output reg data_valid,
    output wire scl,
    inout wire sda
    );
    parameter SLAVE_ADDR = 7'b0101101;
    parameter CLK_DIV = 250;
    localparam [2:0]
        STATE_IDLE = 3'd0,
        STATE_START = 3'd1,
        STATE_ADDR = 3'd2,
        STATE_ADDR_ACK = 3'd3,
        STATE_READ_BYTE = 3'd4,
        STATE_READ_ACK = 3'd5,
        STATE_STOP = 3'd6,
        STATE_DONE = 3'd7;
    reg [2:0] state;
    reg sda_out;     
    reg sda_oe;      
    reg [2:0] addr_read_cnt;     
    reg addr_sent;
    reg scl_oe;
    wire scl_inter;
    clk_divider #(.CLK_DIV(CLK_DIV)) clk_div (
        .clk_in(clk),
        .resetn(resetn),
        .clk_out(scl_inter)
    );
    assign scl = (scl_oe == 1'b1) ? scl_inter : 1'bz;
        reg rw_sent;
    always @ (posedge clk or negedge resetn) begin
        if (!resetn) begin
            state <= STATE_IDLE;
        end else begin
            case (state)
                STATE_IDLE: begin
                  if (start == 1'b1)
                    state <= STATE_START;  
                end
                STATE_START:    state <= STATE_ADDR;
                STATE_ADDR: begin
                    if (rw_sent == 1'b1) state <= STATE_ADDR_ACK;
                end
                STATE_ADDR_ACK: state <= STATE_READ_BYTE;
                STATE_READ_BYTE: state <= STATE_IDLE;  
            endcase
        end
    end
    reg prev_scl;
    reg [7:0] addr_sr;
    always @ (posedge clk or negedge resetn) begin
        if (!resetn) begin
            sda_oe <= 1'b0;
            addr_read_cnt <= 3'd0;
            scl_oe <= 1'b0;
            addr_sent <= 1'b0;
            rw_sent <= 1'b0;
            prev_scl <= 1'b1;  
        end else begin
            case (state)
                STATE_IDLE: begin
                    sda_oe <= 1'b0;
                    scl_oe <= 1'b0;
                    addr_sent <= 1'b0;
                end
                STATE_START: begin
                    sda_oe <= 1'b1;      
                    scl_oe <= 1'b1;
                    addr_sr <= {SLAVE_ADDR, 1'b0};
                end
                STATE_ADDR: begin
                    if (scl_inter == 1'b0 && prev_scl == 1'b1) begin
                        if ((addr_read_cnt <= 3'd7) && (addr_sent == 1'b0)) begin    
                            if (addr_sr[7] == 1'b1) sda_oe <= 1'b0;
                            else sda_oe <= 1'b1;
                            addr_sr <= {addr_sr[6:0], 1'b0};
                            if (addr_read_cnt == 3'd7) begin addr_sent <= 1'b1; end
                            addr_read_cnt <= addr_read_cnt + 1;
                        end else if (addr_sent == 1'b1) begin   
                            scl_oe <= 1'b1;
                            rw_sent <= 1'b1;
                        end else begin  
                            addr_sent <= 1'b0;
                            rw_sent <= 1'b0;
                            addr_read_cnt <= 3'd0;
                            sda_oe <= 1'b0;
                            scl_oe <= 1'b1;  
                        end
                    end 
                    if (prev_scl != scl_inter) prev_scl <= scl_inter;
                end
                STATE_ADDR_ACK: begin
                end
            endcase
        end
    end
    assign sda = (sda_oe == 1'b1) ? 1'b0 : 1'bz;
    always @ (posedge clk or negedge resetn) begin
        if (!resetn) begin
            busy <= 1'b0;
            data_valid <= 1'b0;
        end else begin
            case (state)
                STATE_IDLE: begin
                    busy <= 1'b0;
                    data_valid <= 1'b0;
                end
                STATE_START: begin
                    busy <= 1'b1;
                end
                STATE_ADDR: begin
                end
            endcase
        end
    end
endmodule
--- flow/run.sh ---
#!/bin/bash
# OpenROAD 26Q1-2900-gdf79404cd8, Yosys 0.63+post, stock flow scripts
make -C /OpenROAD-flow-scripts/flow DESIGN_CONFIG=/design/flow/config.mk WORK_HOME=/design/flow/orfs finish
--- flow/config.mk ---
export PLATFORM = sky130hd
export DESIGN_NAME = i2c_master
export DESIGN_NICKNAME = i2c_master
export VERILOG_FILES = /design/flow/design.v
export SDC_FILE = /design/flow/constraint.sdc
export NUM_CORES = 4
export LEC_CHECK = 1
export CORE_AREA = 10 10 102 102
export DIE_AREA = 0 0 112 112
--- flow/constraint.sdc ---
current_design i2c_master

set clk_period 1.9
set clk_io_pct 0.2

create_clock -name clk0 -period $clk_period [get_ports {clk}]

set non_clock_inputs [all_inputs -no_clocks]
set_input_delay [expr $clk_period * $clk_io_pct] -clock clk0 $non_clock_inputs
set_output_delay [expr $clk_period * $clk_io_pct] -clock clk0 [all_outputs]
==> results_slide.txt <==
Key Metrics from the Run

Final layout
  • Area growth from synthesis to final layout: 16.1%
  • Fin area: 1290 um^2
  • Share of final-layout standard cells stronger than drive strength 1: 0.120
  • Utilization after layout: 0.157
  • Top cell excl fill/tap: sky130_fd_sc_hd__dfrtp_1
  • Layout Cells excl Fill: 213
  • Count of fill cells added during filler insertion: 888
  • Most numerous logic cells after layout: 19 x sky130_fd_sc_hd__dfrtp_1, 18 x sky130_fd_sc_hd__conb_1, 8 x sky130_fd_sc_hd__inv_1

Floorplan
  • Core Footprint: about 8000 um^2
  • Die x size: 112 um
  • Total Die Area: 12500 um^2
  • Effective utilization at floorplan: 0.135
  • Row Count: 33
  • Count of boundary I/O pins: 23
  • Die Y: 112 um

Global routing
  • Via count of the first global-routing pass: 706
  • Maximum number of pins on one net before global-route repair: 23
  • Number of antenna violations at the first check in global routing: 0
  • Global-route wire length before repair: 3120 um
  • Tot GR Track Use: 0.0286
  • Leftover overflow at the end of global routing: 0

Placed design
  • Number of port buffers: 4
  • Gpl congestion: 0.704
  • DP Wirelength: 1290 um
  • DP Worst Slack: slightly above 500 ps
  • Placed Instance Area: 1220 um^2
  • Cell Count Post-Placement: around 210

Critical path
  • Startpoint class of the critical path: register
  • Data arrival time of the critical path: 1250 ps
  • Startpoint of the worst-slack reg-to-reg timing path: clk_div.count[0]
  • Buf+Inv Stages, Crit Path: 1
  • Largest incremental delay on the critical path: 530 ps
  • Slowest cell on crit path: sky130_fd_sc_hd__dfstp_2
  • CP max FO: 2
  • Critical Path, Cell by Cell: clkdlybuf4s50_1
  • Crit Reg-Reg Endpoint: clk_div.count[7]
  • Delay-heaviest family, CP: flip-flops
  • Required time reported for the critical path endpoint: about 1500 ps
  • Register-to-Register Path Depth: 5
  • Capturing element type of the critical path: primary output
  • Kind of critical path: reg2out
  • Reg2reg setup slack: 510 ps

Clocking
  • Clock tree root buffer cell: sky130_fd_sc_hd__clkbuf_8
  • Postcts setup bufs: 0
  • Clock Latency Late Sink: 260 ps
  • Count of hold-fix buffers inserted at cts: 0
  • Maximum clock path buffer count: 2
  • Resize count post-CTS: 0
  • Clock tree from TritonCTS: yes
  • Clock Sinks: 22
  • Clock input transition at the sequential cells of the worst setup and hold paths: 80 ps
  • CTS H-tree depth: 1
  • Number of CTS-inserted buffers: 3

STA
  • Worst-case setup margin in the final layout: 272 ps
  • Final Critical Period: 1630 ps
  • Setup clock skew after layout: 5.29 ps
  • Post-route setup TNS: 0 ps
  • Post-layout period usage of the worst path: 0.857
  • Final hold violations: 0
  • Number of pins with negative max-slew slack in the final report: 0
  • Maximum clock frequency: 614 MHz
  • Final setup violating endpoints: 0
  • Setup repair after global routing missed its margin: no

Logic synthesis
  • Post-synth seq share: 0.499
  • Synthesized registers: 22
  • Yosys Instances: around 100
  • Mean Syn Cell Area: 11.1 um^2
  • Commonest flop: sky130_fd_sc_hd__dfrtp_1
  • Syn Std Cell Area: between 1000 and 1500 um^2
  • Fraction of registers with async set or reset after synthesis: 1.00
  • Tally of unique sky130hd cells used after synthesis: 33
  • Chip area in the Yosys report: 1110 um^2
  • Count of mapped cells out of synthesis: roughly 100
  • Number of warning messages in the yosys log: 20
  • Number of synthesized flops with an enable pin: 0

Route
  • Ant. Diodes: 0
  • Total Wirelength: 1780 um
  • Initial detailed-routing violation count: 21
  • DR WL/cell: between 8 and 9 um
  • Met3 layer wire length in the routed design: about 96 um
  • Top layer reached by signal wires: met3
  • Routed wire length on met2: around 830 um
  • Post-detailed-route DRC marker count: 0
  • Post-route antenna net violation count: 0
  • Detailed-routing wirelength on met1: 854 um
  • Via density per instance: between 3 and 4
  • First-pass detailed-route iteration total: 4
  • Via count of the routed design: 660

Pwr
  • Power density normalized to cell area: 731 nW/um^2
  • Worst IR drop on VDD: 0.000307 V
  • Leakage power: a little under 0.6 nW

Min path
  • Worst min-delay path endpoint: state[1]
  • Worst hold path startpoint: state[4]
  • Number of stages on the worst hold path: 0
  • HP Class: reg2reg

Status
  • Status: finished, final reports clean

Job
  • Number of max-capacitance violations reported: 0
  • Tool warnings: 26
[stage by stage]
| step | hold slack, ps | power, mW |
|---|---|---|
| 6_report | 362 | 0.942 |
| 5_1_grt | 373 | 0.983 |
| 4_1_cts | 366 | 0.959 |
| 3_5_place_dp | 346 | 0.517 |
| 3_3_place_gp | 333 | 0.517 |
| 2_1_floorplan | 84.4 | 0.516 |
[registers in the layout, indices dropped and copies added, names as in the netlist]
signal           cells
addr_sent            1
busy                 1
addr_read_cnt        3
state                5
rw_sent              1
clk_div.clk_out      1
prev_scl             1
clk_div.count        9
[cell usage after synthesis, drive strengths merged (2+ instances only)]
master | number | share of area
a21o | 2 | 0.014
ha | 5 | 0.056
nand3 | 4 | 0.023
inv | 8 | 0.027
nor2 | 7 | 0.030
o21ai | 2 | 0.0090
dfrtp | 19 | 0.43
xnor2 | 5 | 0.039
a21oi | 2 | 0.012
dfstp | 3 | 0.071
nand2 | 5 | 0.017
a22o | 2 | 0.016
or3 | 2 | 0.011
buf | 18 | 0.12
[power by group]
part	internal [mW]	switching, mW	leakage, nW
sequential	0.473	0.00377	0.283
clock	0.281	0.156	0.0357
combinational	0.0124	0.0158	0.261
total	0.767	0.175	0.580
[per-layer routing]
layer	vias to the layer above	track usage
met3	0	0.0130
met1	327	0.0349
li1	317	-
met2	16	0.0470
met5	-	0
met4	0	0.00254
[worst max path at each step]
stage | startpoint | to | slack, ps | depth (start not counted)
finish | clk_div.clk_out | scl | 270 | 1
CTS | clk_div.clk_out | scl | 250 | 1
global route | clk_div.clk_out | scl | 220 | 1
[area by class of cell]
type	count	area, um^2	share of cell area
Timing Repair Buffer	5	47.5	0.0369
Clock buffer	3	41.3	0.0320
Inverter	8	30.0	0.0233
Clock inverter	1	30.0	0.0233
Tap cell	105	131	0.102
Sequential cell	22	554	0.430
Multi-Input combinational cell	69	454	0.352
[cells by family after synthesis]
logic type / after synthesis / synth area share
AND/OR/NAND/NOR: 25 / 0.142
other: 1 / 0.00338
buffers and inverters: 26 / 0.149
adder cells (fa/ha/maj): 5 / 0.0564
flip-flops: 22 / 0.499
XOR/XNOR: 6 / 0.0474
AND-OR/OR-AND: 15 / 0.103
No activity file was given, so power comes from the tool's default toggle rates.
